<file path="/design/flow/config.mk">
export PLATFORM = sky130hd
export DESIGN_NAME = RegFile
export DESIGN_NICKNAME = RegFile
export VERILOG_FILES = /design/flow/design.v
export SDC_FILE = /design/flow/constraint.sdc
export NUM_CORES = 4
export LEC_CHECK = 1
export CORE_UTILIZATION = 40
</file>
<file path="/design/flow/constraint.sdc">
current_design RegFile

set clk_period 26.2
set clk_io_pct 0.2

create_clock -name clk0 -period $clk_period [get_ports {clk}]

set non_clock_inputs [all_inputs -no_clocks]
set_input_delay [expr $clk_period * $clk_io_pct] -clock clk0 $non_clock_inputs
set_output_delay [expr $clk_period * $clk_io_pct] -clock clk0 [all_outputs]
</file>
<file path="/design/flow/design.v">
module RegFile (
    input [4:0] rs2_addr,  
    input [4:0] rs1_addr,  
    input [4:0] rd_addr,   
    input [31:0] wdata,
    input RegWEn,
    input clk,
    input reset,
    output [31:0] rs1_data,
    output [31:0] rs2_data
);
    reg [31:0] regs [0:31];
    assign rs1_data = (rs1_addr != 0) ? regs[rs1_addr] : 32'b0;
    assign rs2_data = (rs2_addr != 0) ? regs[rs2_addr] : 32'b0;
    always @(posedge clk) begin
        if (reset) begin
            integer i;
            for (i = 0; i < 32; i = i + 1) begin
                regs[i] <= 32'b0;
            end
        end else if (RegWEn && (rd_addr != 0)) begin
            regs[rd_addr] <= wdata;
        end
    end
endmodule
</file>
<file path="/design/flow/run.sh">
#!/bin/bash
# OpenROAD 26Q1-2900-gdf79404cd8, Yosys 0.63+post, stock flow scripts
make -C /OpenROAD-flow-scripts/flow DESIGN_CONFIG=/design/flow/config.mk WORK_HOME=/design/flow/orfs finish
</file>
==> Changelog: implementation <==
## Flow update

- WP data required: 20.96 ns
- Critical path's most frequent cell: buf_4
- Worst path cell trace: buf_8, buf_4, buf_4, buf_4, mux4_2, a22o_1, a2111oi_1, nor3_1, clkdlybuf4s50_1
- Mapped Area: 54,200 sq um
- Hold Vio Cnt, Final: 0
- Async S/R FF share, synth: 0
- Worst Setup Start Kind: primary input
- DPL Wire Length: 103,000 microns
- Routed WL per cell: 33.0 microns
- DRT Wirelength: 178,000 microns
- Post-Synth XOR/XNOR Area: 0
- Fmax: 67.0 MHz
- Post-Synthesis Cells: 3,502
- Status: finished, final reports clean
- Clock sink total: 1,024
- Synth unique cells: 42
- Slew @ Worst Pin: 1.08 ns
- Total power: 3.97 mW
- CP Max Fanout: 41
- Layout cells sized above 1: 0.249
- Worst path top cell family by delay: buffers and inverters
- Boundary Pins: 114
- Slew Limit Fails: 0
- Ys flops: 1,024
- Aggregate global routing overflow: 0
- Core ar.: 134,000 sq um
- Post-DRT Antenna Nets: 0
- FP Core Util: 0.405
- # setup viols final: 0
- Die width: 370 microns
- Yosys cell count: 3,502
- Adder Share, Synth: 0
- Pwr per Cell Area: 65.2 nW/um^2
- Setup crit end kind: output port
- Mux area share: 0.230
- Dominant flop cell: edfxtp_1
- Post-route clock period utilization: 0.569
- Drt pass-1 iters: 5
- Iter 0 DRT Violations: 1,998
- Top reg by flops: regs
- Count of tool warnings: 26
- Minimum clock period: 14.92 ns
- RSZ-0062 raised after global routing: false
- MaxCap Viol Count: 0
- Post-Route Setup TNS: 0 ns
- CTS tree: built
- Max reg flops: 1,024
- Pre-CTS setup slack: 11.34 ns
- Total GRT Usage: 0.287
- WS Path Type: in -> out
- Post-Layout Cell Count: 5,393
- WHS Endpoint: regs[0][28]
- Largest net degree at the start of global routing: 71
- Synthesis-to-layout area growth: 12.3%
- Placed cells: 5,194
- Aoi share: 0.0365
- Top Registers: regs: 1024 flops
- Lkg Pwr: 20.7 nW
- Hold path startpoint: reset
- DR DRC count: 0
- Yosys stat chip area: 54,200 sq um
- Hold depth: 2
- Number of fill cells: 11,300
- Syn. warnings: 1
- # rows: 134
- Clk buf depth: 3
- Worst Path Buf+Inv: 5
- Die ar.: 137,000 sq um
- Simple share: 0.133
- Total CTS buffers: 107
- Initial antenna violation count: 2
- H-tree depth: 3
- Number of synthesized flops with an enable pin: 1,024
- First-pass GRT wire length: 254,000 microns
- Hold buffers post-CTS: 0
- Final Instance Area: 60,900 sq um
- Setup slack after layout: 11.28 ns
- Vias in the first global route: 35,600
- Critical Path AT: 9.68 ns
- Critical path's largest stage delay: 0.72 ns
- Finished Core Util: 0.454
- Avg Vias per Cell: 6.01
- Post-DP Area: 57,400 sq um
- Hold/Removal Path Class: in -> reg
- Post-CTS resize count: 0
- Slew headroom: 0.275
- Final hold slack: 5.18 ns
- Gp weighted congestion: 0.934
- Seq share, synth: 0.567
- Avg Synthesized Cell Area: 15.5 sq um
- Port Buffers: 113
- Root Buffer: clkbuf_16
- Post-CTS Setup Repair Bufs: 0
- Die Ht: 370 microns
- Worst path slowest cell: a2111oi_1
- Worst VDD drop: 0.0000508 V
- Clk slew on worst S/H paths: 0.06 ns
- Main logic family: multiplexers
- Via count: 32,400
-- how the worst max path moves through the flow --
stage           start      endpoint  slack [ns]  depth (start not counted)
4_1_cts   rs2_addr[0]  rs2_data[12]       11.32                          9
6_report  rs2_addr[0]  rs2_data[12]       11.28                          9
5_1_grt   rs2_addr[0]  rs2_data[12]       11.11                          9
-- metal layers --
metal	share of wire	track usage	vias up
li1	-	-	13600
met1	0.33	0.345	15800
met2	0.45	0.402	2568
met3	0.18	0.223	373
met4	0.042	0.0901	20
met5	0.0046	0.0500	-
-- cell usage in the layout (no fill, tap or decap), drive strengths merged, types with 6 or more instances in the layout --
cell,instances
a2111oi,55
a211oi,7
a21oi,12
a22o,51
a22oi,16
and2,995
buf,175
bufinv,14
clkbuf,134
clkdlybuf4s50,104
clkinv,44
conb,32
edfxtp,1024
mux2,30
mux2i,150
mux4,472
nand2,7
nor2,36
nor2b,14
nor3,54
nor4,6
o22ai,103
or2,33
-- cells in the mapped netlist (5+ instances only) --
cell type | instances | share of area
and2_1 | 995 | 0.11
a2111oi_1 | 41 | 0.0076
nor4_1 | 6 | 0.00069
nand2b_1 | 5 | 0.00058
mux2_2 | 30 | 0.0062
mux2i_1 | 150 | 0.028
mux4_2 | 472 | 0.20
nand2_1 | 7 | 0.00048
a2111oi_0 | 14 | 0.0023
edfxtp_1 | 1024 | 0.57
a22oi_1 | 16 | 0.0022
nor3_1 | 54 | 0.0050
buf_6 | 22 | 0.0046
nor2b_1 | 14 | 0.0016
clkbuf_1 | 272 | 0.019
buf_1 | 18 | 0.0012
nand3b_1 | 5 | 0.00069
o22ai_1 | 103 | 0.012
nor2_1 | 36 | 0.0025
a22o_1 | 51 | 0.0082
buf_4 | 31 | 0.0043
or2_2 | 33 | 0.0038
nand3_1 | 5 | 0.00046
buf_2 | 44 | 0.0041
a211oi_1 | 7 | 0.00097
a21oi_1 | 12 | 0.0011
-- layout make-up --
class | count | area, sq um | area share
repair buffers | 280 | 2400 | 0.0394
flip-flops and latches | 1024 | 30700 | 0.505
diodes | 4 | 10.0 | 0.000164
inverters | 2 | 7.51 | 0.000123
clock buffers | 133 | 2860 | 0.0470
clock inverters | 62 | 643 | 0.0106
well taps | 1768 | 2210 | 0.0363
multi-input cells | 2120 | 22000 | 0.361
-- logic make-up (layout without fill, tap and decap cells) --
logic type | after synthesis | count (layout)
AND/OR/NAND/NOR | 1177 | 1177
flip-flops | 1024 | 1024
buffers and inverters | 389 | 477
multiplexers | 652 | 652
other | 1 | 36
AND-OR/OR-AND | 259 | 259
-- report_power, final --
| part | internal, mW | leakage, nW | switching [mW] |
|---|---|---|---|
| clock | 0.905 | 1.71 | 0.648 |
| sequential | 1.89 | 9.75 | 0.0447 |
| combinational | 0.214 | 9.23 | 0.266 |
Power figures rest on the tool's default switching activity, not on a simulated workload.
