<file path="./run.sh">
#!/bin/bash
# OpenROAD 26Q1-2900-gdf79404cd8, Yosys 0.63+post, stock flow scripts
make -C /OpenROAD-flow-scripts/flow DESIGN_CONFIG=/design/flow/config.mk WORK_HOME=/design/flow/orfs finish
</file>
<file path="./constraint.sdc">
current_design PartialLoad

set clk_period 7.1
set clk_io_pct 0.2

create_clock -name clk0 -period $clk_period

set non_clock_inputs [all_inputs -no_clocks]
set_input_delay [expr $clk_period * $clk_io_pct] -clock clk0 $non_clock_inputs
set_output_delay [expr $clk_period * $clk_io_pct] -clock clk0 [all_outputs]
</file>
<file path="./config.mk">
export PLATFORM = sky130hd
export DESIGN_NAME = PartialLoad
export DESIGN_NICKNAME = PartialLoad
export VERILOG_FILES = /design/flow/design.v
export SDC_FILE = /design/flow/constraint.sdc
export NUM_CORES = 4
export LEC_CHECK = 1
export CORE_AREA = 10 10 78 78
export DIE_AREA = 0 0 88 88
</file>
<file path="./design.v">
module PartialLoad(
    input  [31:0] wb_instr,
    input  [31:0] wb_mem_addr,
    input  [31:0] mem_rdata,
    output reg [31:0] mem_load_data
);
    always @(*) begin
        if (wb_instr[14:12] == 3'b000) begin
            case (wb_mem_addr[1:0])
                2'b00: mem_load_data = {{24{mem_rdata[7]}}, mem_rdata[7:0]};
                2'b01: mem_load_data = {{24{mem_rdata[15]}}, mem_rdata[15:8]};
                2'b10: mem_load_data = {{24{mem_rdata[23]}}, mem_rdata[23:16]};
                2'b11: mem_load_data = {{24{mem_rdata[31]}}, mem_rdata[31:24]};
                default: mem_load_data = 32'b0;
            endcase
        end else if (wb_instr[14:12] == 3'b001) begin
            case (wb_mem_addr[1])
                1'b0: mem_load_data = {{16{mem_rdata[15]}}, mem_rdata[15:0]};
                1'b1: mem_load_data = {{16{mem_rdata[31]}}, mem_rdata[31:16]};
                default: mem_load_data = 32'b0;
            endcase
        end else if (wb_instr[14:12] == 3'b010) begin
            mem_load_data = mem_rdata;
        end else if (wb_instr[14:12] == 3'b100) begin
            case (wb_mem_addr[1:0])
                2'b00: mem_load_data = {24'b0, mem_rdata[7:0]};
                2'b01: mem_load_data = {24'b0, mem_rdata[15:8]};
                2'b10: mem_load_data = {24'b0, mem_rdata[23:16]};
                2'b11: mem_load_data = {24'b0, mem_rdata[31:24]};
                default: mem_load_data = 32'b0;
            endcase
        end else if (wb_instr[14:12] == 3'b101) begin
            case (wb_mem_addr[1])
                1'b0: mem_load_data = {16'b0, mem_rdata[15:0]};
                1'b1: mem_load_data = {16'b0, mem_rdata[31:16]};
                default: mem_load_data = 32'b0;
            endcase
        end else begin
            mem_load_data = 32'b0;
        end
    end
endmodule
</file>
==> results_slide.txt <==
Run Summary

Run status
  • Status: completed

Final layout
  • Fill cell count: 453
  • Commonest cells after routing, fill and taps aside: clkdlybuf4s50_1, nand2_1, nand3_1, o211ai_1
  • Layout cells sized above 1: 0.1508
  • Clock buffer cells: 0
  • Design area: 0.001665 mm2
  • Area grow syn2layout: 69.55%
  • Most common logic cell in the routed design: clkdlybuf4s50_1
  • Number of sequential cells: 0
  • FF/Latch Area: 0 um2
  • Non-Filler Instances: 231
  • Logic area: 887.1 um2

Clock tree
  • CTS Hold Bufs: 0
  • PostCTS Resize Cnt: 0
  • Post-CTS setup buffers: 0

Setup path
  • Worst-path maximum fanout: 19
  • Critical Path Start Type: input pin
  • WP data arrival: 4060 ps
  • Critical path class: in -> out
  • Crit path DRT: 5680 ps
  • Worst Setup End Kind: output port

Pwr
  • Switching Fraction: 0.3807
  • Power share of the combinational group: 1.000
  • Net Sw Power: 41.08 uW
  • Sequential power share: 0
  • P_int: 66.83 uW
  • Clk pwr share: 0
  • VDD IR max: 17.63 uV
  • PD cells: 64.80 mW/mm2
  • Leakage power: 0.5748 nW

STA
  • Crit path time final: 5478 ps
  • Worst slew pin tran: 770.1 ps
  • Endpoints failing hold: 0
  • Maximum clock rate: 182.6 MHz
  • Cycle use final: 0.7715
  • Final setup viols: 0
  • RSZ-0062 raised after global routing: no
  • Max Slew Vio Count: 0
  • Final worst slack: 1622 ps
  • Setup TNS: 0 ps
  • Hold Slack: 3867 ps
  • Max-slew headroom: 0.4866

Job
  • Max-Cap Viols: 0
  • Log Warnings: 91

Die
  • # IOs: 128
  • Initial Utilization: 0.2225
  • Die y size: 88 um
  • Core ar.: 0.004414 mm2
  • FP Rows: 24
  • Die W: 88 um
  • Die area: 0.007744 mm2

Routing
  • Diode count: 0
  • # DRC: 0
  • Detailed Route Iter0 Violations: 90
  • Vias per cell: 5.416
  • Wire length per cell: 18.77 um
  • DR vias: 1251
  • WL final: 4.336 mm
  • Antenna viol nets, final: 0
  • First-pass DRT Iterations: 5

Placement
  • Final HPWL DP: 3.326 mm
  • Final Wtd Congestion: 0.8172
  • Worst slack, placed: 1609 ps
  • Placed Instance Area: 0.001665 mm2
  • Buffers on Ports: 69
  • Placed insts: 231

Synth
  • Synth Cell Area: 982.2 um2
  • Synthesized netlist cell count: 124
  • Yosys warns: 1
  • Seq share, synth: 0
  • Syn Area/Cell: 7.921 um2
  • Unique cell types: 23
  • Synth top area share: 0.1605
  • Top cells, area: mux4_2, o211ai_1, nand2_1
  • Synth area leader: mux4_2
  • Yosys cell count: 124
  • YS chip area: 982.2 um2

Worst hold path
  • Hold path endpoint: mem_load_data[15]
  • Worst Hold Class: in -> out
  • Hold Path Origin: mem_rdata[15]
  • Hold Path Depth: 4

Global route
  • Largest net degree at the start of global routing: 27
  • Gr ovfl total: 0
  • Vias in the first global route: 1253
  • Initial antenna violation count: 0
  • First-pass GRT wire length: 6.865 mm
  • Gr usage total: 0.1083
area by class of cell:
type / instances / area share
timing repair buffer: 72 / 0.4282
multi-input combinational: 107 / 0.5327
tap: 52 / 0.03907
worst max path at each step:
| stage | start | end | slack (ps) | cells after the start |
|---|---|---|---|---|
| 4_1_cts | wb_instr[13] | mem_load_data[28] | 1590 | 6 |
| 5_1_grt | wb_instr[13] | mem_load_data[28] | 1320 | 6 |
| 6_report | wb_instr[13] | mem_load_data[23] | 1620 | 6 |
kinds of logic after synthesis:
family          synth area share
compound gates            0.3223
buf+inv                  0.09680
mux                       0.3427
simple gates              0.2382
critical path: stages:
cell and delay, ps:
clkdlybuf4s50_1 640, buf_4 320, nor2b_1 510, nand3b_2 420, o211ai_1 220, clkdlybuf4s50_1 510
synth_stat cells (all sizes together), types with 2 or more instances:
| library cell | count |
|---|---|
| nor2 | 3 |
| clkbuf | 6 |
| nor2b | 2 |
| o21ai | 2 |
| mux2i | 7 |
| a32oi | 7 |
| nand3 | 16 |
| o221ai | 9 |
| mux4 | 7 |
| nand2 | 23 |
| mux2 | 9 |
| o211ai | 16 |
| nor3b | 2 |
| buf | 11 |
power groups by stage:
stage / Combinational, mW / Clock [mW] / Sequential [mW]
6_report: 0.108 / 0 / 0
5_1_grt: 0.119 / 0 / 0
4_1_cts: 0.110 / 0 / 0
stage by stage:
step,util,power (mW)
5_1_grt,0.3773,0.1190
3_3_place_gp,0.3773,0.1091
4_1_cts,0.3773,0.1096
3_5_place_dp,0.3773,0.1087
6_report,0.3773,0.1079
2_1_floorplan,-,0.04662
layer usage:
metal	global-route usage	wire, um	share of wire
met3	0.03181	529	0.12
met1	0.1520	1824	0.42
met5	0	0	0
met2	0.1713	1983	0.46
met4	0	0	0
No activity file was given, so power comes from the tool's default toggle rates.
