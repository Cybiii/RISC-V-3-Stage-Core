==> design/flow/design.v <==
module ALU(
    input [31:0] A, B,
    input [3:0] ALUop,
    output [31:0] Out
);
reg signed [31:0] A_signed, B_signed;
reg [31:0] Out_reg;
assign Out = Out_reg;
always @(*) begin
    case (ALUop)
        4'd0: Out_reg = A + B;
        4'd1: Out_reg = A - B;
        4'd2: Out_reg = A & B;
        4'd3: Out_reg = A | B;
        4'd4: Out_reg = A ^ B;
        4'd5: begin
            A_signed = A;
            B_signed = B;
            Out_reg = (A_signed < B_signed ? 1 : 0);
        end
        4'd6: Out_reg = (A < B ? 1 : 0);
        4'd7: Out_reg = A << B[4:0];
        4'd8: begin
            A_signed = A;
            Out_reg = A_signed >>> B[4:0];
        end
        4'd9: Out_reg = A >> B[4:0];
        4'd10: Out_reg = B;
        4'd11: Out_reg = A;
        4'd15: Out_reg = 0;
        default: Out_reg = 0;
    endcase
end
endmodule
==> design/flow/run.sh <==
#!/bin/bash
# OpenROAD 26Q1-2900-gdf79404cd8, Yosys 0.63+post, stock flow scripts
make -C /OpenROAD-flow-scripts/flow DESIGN_CONFIG=/design/flow/config.mk WORK_HOME=/design/flow/orfs finish
==> design/flow/config.mk <==
export PLATFORM = sky130hd
export DESIGN_NAME = ALU
export DESIGN_NICKNAME = ALU
export VERILOG_FILES = /design/flow/design.v
export SDC_FILE = /design/flow/constraint.sdc
export NUM_CORES = 4
export LEC_CHECK = 1
export CORE_UTILIZATION = 40
==> design/flow/constraint.sdc <==
current_design ALU

set clk_period 29.9
set clk_io_pct 0.2

create_clock -name clk0 -period $clk_period

set non_clock_inputs [all_inputs -no_clocks]
set_input_delay [expr $clk_period * $clk_io_pct] -clock clk0 $non_clock_inputs
set_output_delay [expr $clk_period * $clk_io_pct] -clock clk0 [all_outputs]
==> CHANGELOG.md <==
### Metrics

- Status: finished, violations left
- Failing checks: design-rule violations
- Critical-path cell list: buf_2 -> buf_4 -> clkinv_1 -> ha_1 -> nor2_2 -> a211oi_2 -> a2111oi_4 -> a211o_1 -> a221oi_2 -> o211ai_2 -> a21oi_4 -> o41ai_1 -> nand4_1 -> clkdlybuf4s50_1
- DR WL/cell: 27.0 um
- Global-route usage over all layers: 0.377
- Number of OpenROAD warnings: 100
- Cell area leaders: ha_1 (14%), mux4_2 (12%), a21oi_1 (6.7%)
- Yosys cell count: between 1,000 and 1,500
- Pre-antenna DRT Iters: 51
- Post-CTS Repair Setup Buffers: 0
- Hold crit path type: in2out
- YS chip area: 9010 um2
- Hold path startpoint: ALUop[0]
- Synth area leader: ha_1
- Routed WL: 43,000 um
- Total gr overflow: 0
- Endpoint class of the critical path: output pin
- Worst relative slew slack: 0.413
- Dominant cell area share: 0.139
- Largest net degree at the start of global routing: 81
- Total negative slack: 0 ns
- Setup crit start: B[4]
- Via density per instance: 6.62
- Finished Layout Cells: around 1,600
- Critical path required time: ~24 ns
- RSZ-0062 raised after global routing: false
- IO Count: roughly 100
- Dpl hpwl: 32,900 um
- Initial cell density of the core: 0.410
- Drc violations: 12
- Seq Cell Count: 0
- ANT nets after route: 0
- Leak Pwr: roughly 0.0041 uW
- Slew @ Worst Pin: 0.876 ns
- Critical Path Sink: Out[0]
- Period Utilization, post-route: 0.565
- Mapped cell area: 9010 um2
- Seq/Total Area, Yosys: 0
- Number of buffers added on ports: around 100
- Max FO, Critical Path: 58
- CP arrival: 10.93 ns
- Crit path kind: in2out
- Syn Area/Cell: between 6 and 7 um2
- Initial antenna violation count: 0
- Cell variety after synth: between 80 and 90
- # clk buffers: 0
- Hold Violations, Final: 0
- Max incr delay on CP: 0.73 ns
- Vias in the first global route: 9,909
- Number of diodes: 0
- Max frequency: 59.1 MHz
- Min cycle time layout: 16.91 ns
- Die Wd: 152 um
- Peak supply drop: 0.0132 mV
- Die Ht: 152 um
- # resized after CTS: 0
- Fin. max-slew vios: 0
- Core Rows: 54
- Hold buffers post-CTS: 0
- Synth warn: 1
- Floorplan core area: 22,000 um2
- Total power per unit cell area: 19.6 nW/um2
- Via count: 10,545
- DR iter-0 viols: between 1,000 and 1,500
- Setup violations, final: 0
- Share of layout cells above drive strength 1: 0.0930
- First-pass GRT wire length: approximately 64,000 um
- Placer Congestion: 1.03
- Synthesized instance count: 1,301
- Max-Cap Viols: 0
- Crit start category: input port
- Storage cell area: 0 um2
- Highest-delay cell along the critical path: clkinv_1
- Placed cells: between 1,500 and 2,000
- Chip area: 23,100 um2
- Layout area overhead: 11.3%
==> worst max-delay path: cells and delay by family <==
family	cells	cell delay [ns]
fa+ha+maj	1	0.69
simple gates	2	0.47
compound gates	7	2.00
buf+inv	4	1.77
==> power by group <==
| group | leakage [uW] | switching (uW) | internal, uW |
|---|---|---|---|
| clock | 0 | 0 | 0 |
| combinational | 0.00411 | 118 | 78.5 |
| sequential | 0 | 0 | 0 |
==> per-stage QoR <==
| step | worst slack (ns) | hold slack [ns] | power, uW | cell area (um2) | utilization |
|---|---|---|---|---|---|
| after global placement | 13.31 | 13.07 | 194 | 10000 | 0.457 |
| after floorplan | 14.89 | 12.07 | 122 | 9010 | - |
| final | 12.99 | 13.09 | 197 | 10000 | 0.457 |
| after global routing | 12.72 | 13.13 | 211 | 10000 | 0.457 |
| after CTS | 13.19 | 13.08 | 193 | 10000 | 0.457 |
| after detailed placement | 13.21 | 13.08 | 192 | 10000 | 0.457 |
==> synthesized netlist by cell type, types with 5 or more instances <==
library cell / count
buf_4: 7
nor2_1: 148
o22ai_1: 6
nor3_1: 27
or3_1: 14
buf_1: 15
clkbuf_1: 67
and2_1: 5
nand2_1: 100
inv_1: 87
a22oi_1: 16
nand4_1: 19
nand2b_1: 19
a31oi_1: 14
mux2_2: 8
o21bai_1: 8
o221ai_1: 10
ha_1: 100
and3_1: 7
xnor2_1: 24
a21oi_1: 120
a221oi_1: 16
mux4_2: 47
buf_2: 21
o2111ai_1: 8
a222oi_1: 17
a21o_1: 18
o31ai_1: 8
nor4_1: 9
nand3_1: 28
o21ai_1: 12
o21ai_0: 92
mux2i_1: 52
o211ai_1: 24
a211oi_1: 22
buf_6: 5
nor2b_1: 15
a211o_1: 7
==> kinds of logic after synthesis <==
family / share of synthesized area
AOI/OAI and AO/OA: 0.344
xor gates and xnor gates: 0.0243
adders and majority gates: 0.143
buffers and inverters: 0.0971
muxes: 0.185
and+or+nand+nor: 0.206
==> how the worst min path moves through the flow <==
stage | endpoint | slack (ns) | cells past startpoint
final | Out[28] | 13.09 | 5
after CTS | Out[28] | 13.08 | 5
after global routing | Out[28] | 13.13 | 5
==> per-layer routing <==
| metal | up-vias | share of wire | wire length, um | track usage |
|---|---|---|---|---|
| met5 | - | 0 | 0 | 0 |
| met4 | 0 | 0.052 | 2230 | 0.148 |
| met3 | 99 | 0.084 | 3620 | 0.0634 |
| met2 | 567 | 0.47 | 20100 | 0.620 |
| met1 | 4988 | 0.40 | 17100 | 0.500 |
| li1 | 4891 | - | - | - |
==> cell usage in the layout (no fill, tap or decap), drive strengths merged, types with 17 or more instances in the layout <==
cell,count
nand2,100
nand3,28
mux2i,52
a211oi,23
nand4,19
a21oi,122
clkdlybuf4s50,94
mux4,47
o211ai,26
a221oi,19
nor3,27
o21ai,104
a222oi,17
nor2,149
buf,33
nand2b,19
a21o,18
ha,100
xnor2,24
inv,90
==> layout make-up <==
class,count,area (um2)
tap,280,350
timing repair buffer,127,1180
fill,2273,11900
multi-input combinational,1093,8160
inverter,92,345
Power figures rest on the tool's default switching activity, not on a simulated workload.
